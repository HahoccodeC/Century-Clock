### flow/design.v
module clock ( 
  input clk_1s,
  input rst_1s,
  output reg clock
);
localparam COUNT_1S = 25000000-1;
reg [26:0] counter=0;
always @ (posedge clk_1s or negedge rst_1s) begin
  if(!rst_1s) begin
		counter<=0;
		clock<=0;
	end
	else begin 
			if(counter==COUNT_1S) begin
				clock<=~clock;
				counter=0;
			end
			else begin
				counter=counter+1;
			end
		end
	end
endmodule
### flow/run.sh
#!/bin/bash
# OpenROAD 26Q1-2900-gdf79404cd8, Yosys 0.63+post, stock flow scripts
make -C /OpenROAD-flow-scripts/flow DESIGN_CONFIG=/design/flow/config.mk WORK_HOME=/design/flow/orfs finish
### flow/config.mk
export PLATFORM = sky130hd
export DESIGN_NAME = clock
export DESIGN_NICKNAME = clock
export VERILOG_FILES = /design/flow/design.v
export SDC_FILE = /design/flow/constraint.sdc
export NUM_CORES = 4
export LEC_CHECK = 1
export CORE_UTILIZATION = 30
### flow/constraint.sdc
current_design clock

set clk_period 5.7
set clk_io_pct 0.2

create_clock -name clk0 -period $clk_period [get_ports {clk_1s}]

set non_clock_inputs [all_inputs -no_clocks]
set_input_delay [expr $clk_period * $clk_io_pct] -clock clk0 $non_clock_inputs
set_output_delay [expr $clk_period * $clk_io_pct] -clock clk0 [all_outputs]
==> Flow_metrics.wiki <==
== Flow metrics ==
{| class="wikitable"
! Metric !! Value
|-
| Number of buffers between clock root and the deepest sink || 2
|-
| Number of sinks handled by clock tree synthesis || 28
|-
| Switch Pwr || 0.0592 mW
|-
| Main area contributors || dfrtp_1 51%, xnor2_1 5.7%, xor2_1 5.7%
|-
| Worst-Margin Slew || 0.914 ns
|-
| Area share of xor/xnor cells in the synthesized design || 11.4%
|-
| Global-route layer with the greatest usage || met1
|-
| All-Layer GR Usage || 11.0%
|-
| Static leakage || 0.653 nW
|-
| Post-Route Setup TNS || 0 ns
|-
| Synth Flop Type || dfrtp_1
|-
| Setup Crit Path Kind || reg2out
|-
| Crit. End Element || primary output
|-
| Reg2reg start || counter[7]
|-
| Registers, synthesis || 28
|-
| Count of warning messages emitted by the tools || 25
|-
| Signal arrival time at the worst endpoint || 1.10 ns
|-
| Power share of the sequential group || 64.8%
|-
| Kind of cell adding the most delay to the critical path || buffers and inverters
|-
| Maximum ir drop on the vdd rail || 0.140 mV
|-
| Worst slew margin relative to its limit || 38.6%
|-
| Power share of the clock group || 33.6%
|-
| Root buffer cell || clkbuf_8
|-
| Synth-to-layout area growth || 9.03%
|-
| Total placed instance area || 0.00147 mm^2
|-
| Number of enable flip-flop cells || 0
|-
| Clk ins delay skew pair || 0.27 ns
|-
| Maximum number of pins on one net before global-route repair || 29
|-
| Grt met3 use || 2.48%
|-
| Global routing usage on met1 || 17.7%
|-
| Storage cell area || 701 um^2
|-
| Largest area contributor in the synthesized netlist || dfrtp_1
|-
| Async set or reset register ratio after synthesis || 100%
|-
| Chip area || 0.00490 mm^2
|-
| Pins Over Slew Limit || 0
|-
| Cell area after layout || 0.00151 mm^2
|-
| Int Power || 0.247 mW
|-
| Fraction of the cycle the final worst path needs || 39.3%
|-
| Critical path required time || 4.56 ns
|-
| Core region area || 0.00438 mm^2
|-
| Tally of yosys warning messages || 1
|-
| Type of the tightest min-delay check || reg2reg
|-
| Count of instances resized after the clock tree is built || 0
|-
| Area fraction in full adders, half adders and majority gates || 0.903%
|-
| First-pass GRT wire length || 4270 um
|-
| Routability congestion estimate || 0.812
|-
| Gate count of the mapped netlist || 133
|-
| Switching Share || 19.3%
|-
| Multiplexer share of the synthesized area || 0%
|-
| Inserted Clock Buffers || 3
|-
| Area fraction in compound gates || 6.68%
|-
| Number of setup violations in the final report || 0
|-
| Unrepaired setup endpoints after global routing || false
|-
| Port bufs || 2
|-
| Most numerous cell in the Yosys netlist || dfrtp_1
|-
| Fill cells || 429
|-
| Area share, top type || 50.5%
|-
| Final count of hold timing violations || 0
|-
| Critical Path Max Stage Delay || 0.47 ns
|-
| Post-route clock skew || 0.00710 ns
|-
| Critical path launch point type || flip-flop
|-
| Vias/cell || 5.19
|-
| Via count of the first global-routing pass || 950
|-
| CP max FO || 2
|-
| Top cells by count || 28 x dfrtp_1, 11 x nand3_1, 11 x nor2_1
|-
| Cell Rows || 24
|-
| Share of post-route cells with drive strength above 1 || 8.76%
|-
| CTS Hold Buffers Added || 0
|-
| CP Cell Sequence || clkdlybuf4s50_1
|-
| Number of H-tree levels || 1
|-
| Post-detailed-route count of antenna-violating nets || 0
|-
| Post-CTS Repair Setup Buffers || 0
|-
| Minimum clock period after layout || 2.24 ns
|-
| Start point of the critical path || clock
|-
| Clock-pin slew of the registers on the worst-case setup and hold paths || 0.09 ns
|-
| Number of search-and-repair iterations in the first detailed-routing pass || 4
|-
| Pwr dens || 202 mW/mm^2
|-
| Total congestion overflow after global routing || 0
|-
| Portion of total power attributed to combinational logic || 1.5%
|-
| Floorplan-stage core utilization || 31.6%
|-
| Max_cap viols || 0
|-
| Final routed wirelength across all metal layers || 2420 um
|-
| Peak clock frequency supported by timing || 446 MHz
|-
| Number of vias after detailed routing || 980
|-
| Comb. cell area || 666 um^2
|-
| Post-DR wirelength/cell || 12.8 um
|-
| Number of placed instances, taps included || 186
|-
| Inserted Diodes || 0
|-
| Final Non-Filler Cells || 189
|-
| Number of antenna violations at the first check in global routing || 0
|-
| Simple-gate share of the synthesized area || 29.1%
|-
| Die width || 70.0 um
|-
| Summed standard-cell area reported by yosys || 0.00139 mm^2
|-
| Y dimension of the die || 70.0 um
|-
| Hold path start || counter[26]
|-
| Cells in synth_stat.txt || 133
|-
| Syn avg cell area || 10.4 um^2
|-
| Largest family of logic cells by area || simple AND/OR/NAND/NOR gates
|-
| Met2 global-route usage || 16.5%
|-
| Number of DRC violations after detailed routing || 0
|-
| Number of violations reported at the end of detailed-routing iteration 0 || 25
|-
| Total half-perimeter wirelength after legalization and detailed placement || 1680 um
|-
| Critical-path top delay cell || clkdlybuf4s50_1
|-
| Buffers and inverters on the worst path || 1
|-
| Post-Synthesis Cell Area || 0.00139 mm^2
|-
| Synth Seq Share || 50.5%
|-
| Run status || completed
|-
| # IOs || 3
|-
| Count of cell types in the netlist || 28
|-
| TritonCTS clock tree || yes
|}
==> cells in the final DEF (no fill, tap or decap) <==
cell type        Yosys  routed
and2_1               2       2
clkbuf_8             0       3
ha_1                 1       1
nor4_2               1       1
o21ai_0              4       4
nor2b_1              1       1
nor4_1               1       1
xnor2_1              9       9
nand4_2              2       2
a21oi_1              8       8
clkdlybuf4s50_1      0       2
nor4b_1              3       3
a31o_2               2       2
or4_1                3       3
and3_1               2       2
inv_1                3       3
o31ai_1              2       2
nand2_1              9       9
or4_4                1       1
nand4_1              8       8
or3_1                4       4
or2_2                1       1
nor2_1              11      11
buf_4                0       1
xor2_1               9       9
nor4_4               1       1
dfrtp_1             28      28
and4_1               4       4
nand3_1             11      11
==> final timing paths <==
kind	endpoint	slack, ns	cells past startpoint
worst max-delay path	clock	3.46	1
worst min-delay path	counter[26]	0.48	1
worst max register to register	clock	3.57	4
worst min register to register	counter[26]	0.48	1
max in group asynchronous	counter[4]	4.21	2
min in group asynchronous	counter[22]	1.23	2
==> registers in the layout, summed over array words and instances, names as in the netlist <==
| signal | cells |
|---|---|
| clock | 1 |
| counter | 27 |
==> power by group through the flow <==
stage     Sequential [mW]  Clock [mW]  Combinational, mW
4_1_cts             0.198       0.108            0.00499
5_1_grt             0.198       0.115            0.00563
6_report            0.198       0.103            0.00465
==> routing by layer <==
layer / wire, um / vias to the layer above
met5: 0 / -
met2: 1030 / 14
met1: 1270 / 468
met4: 12 / 0
met3: 101 / 2
li1: - / 496
==> metrics by stage <==
step	total power [mW]	hold slack [ns]	setup WS (ns)	util, %
after floorplan	0.202	0.420	3.84	-
after global placement	0.207	0.458	3.65	33.5
after detailed placement	0.207	0.470	3.57	33.5
after CTS	0.312	0.489	3.44	34.5
after global routing	0.319	0.505	3.35	34.5
final	0.306	0.483	3.46	34.5
==> final cells by class <==
class	instances	area share, %
Tap cell	52	4.30
Clock buffer	3	2.73
Multi-Input combinational cell	100	44.0
Inverter	3	0.745
Sequential cell	28	46.4
Timing Repair Buffer	3	1.82
==> logic make-up (layout without fill, tap and decap cells) <==
kind of cell,Yosys count,count (layout)
fa+ha+maj,1,1
flops,28,28
xor+xnor,18,18
compound gates,16,16
simple gates,65,65
buf+inv,5,9
Power is estimated from default activity; no workload was simulated.
