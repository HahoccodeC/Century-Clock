==> design.v <==
module LED7 (
input [3:0] in,
output [6:0] led
);
assign led=(in==0)?7'b0000001:  
           (in==1)?7'b1001111:  
			  (in==2)?7'b0010010:  
			  (in==3)?7'b0000110:  
			  (in==4)?7'b1001100:  
			  (in==5)?7'b0100100:  
			  (in==6)?7'b0100000:  
			  (in==7)?7'b0001111:  
			  (in==8)?7'b0000000:  
			  (in==9)?7'b0000100:  
			  (in==10)?7'b0001000:  
			  (in==11)?7'b1100000:  
			  (in==12)?7'b0110001:  
			  (in==13)?7'b1000010:  
			  (in==14)?7'b0110000:  
			  (in==15)?7'b0111000:7'b0111000;  
endmodule
==> run.sh <==
#!/bin/bash
# OpenROAD 26Q1-2900-gdf79404cd8, Yosys 0.63+post, stock flow scripts
make -C /OpenROAD-flow-scripts/flow DESIGN_CONFIG=/design/flow/config.mk WORK_HOME=/design/flow/orfs finish
==> config.mk <==
export PLATFORM = sky130hd
export DESIGN_NAME = LED7
export DESIGN_NICKNAME = LED7
export VERILOG_FILES = /design/flow/design.v
export SDC_FILE = /design/flow/constraint.sdc
export NUM_CORES = 4
export LEC_CHECK = 1
export CORE_AREA = 10 10 70 70
export DIE_AREA = 0 0 80 80
==> constraint.sdc <==
current_design LED7

set clk_period 1.6
set clk_io_pct 0.2

create_clock -name clk0 -period $clk_period

set non_clock_inputs [all_inputs -no_clocks]
set_input_delay [expr $clk_period * $clk_io_pct] -clock clk0 $non_clock_inputs
set_output_delay [expr $clk_period * $clk_io_pct] -clock clk0 [all_outputs]
==> flow_results.org <==
* Flow results

** Finish
- Clock buf count :: 0
- Sequential cells :: 0
- Area growth syn-to-layout :: 129.9%
- Fill cell instance count of the final layout :: 402
- Area taken by flip-flops and latches :: 0 um^2
- The finished layout reports a core utilization of 0.1407.
- Fraction of final layout cells sized beyond drive strength 1 :: 0.4737

** Pwr
- For this design the ratio of total power to cell area is 242.0 mW/mm^2.
- Power share of the combinational group :: 1.000
- In this run the power spent charging and discharging nets is 45.22 uW.
- IR analysis of the VDD net gives a maximum drop of 0.04645 mV.
- Internal power contribution :: 71.03 uW
- The power report attributes to the sequential group a share of 0.
- The script computed the net switching share of total power as 0.3890.
- Clock share of power :: 0
- Leak Pwr :: 0.0002358 uW

** STA
- Across all setup checks in the final design, the least slack found is 0.04829 ns.
- Static timing analysis puts the maximum clock frequency at 644.5 MHz.
- Slew of the pin with the lowest slew margin :: 0.2432 ns
- Endpoints failing hold :: 0
- Min Clock Period, post-route :: 1.552 ns
- Of the available clock period, the critical path in the final layout requires 0.9698.
- Final max-slew violation count :: 0
- The max-slew check reports its worst relative slack as 0.8365.
- Hold timing on the final database bottoms out at a slack of 0.9790 ns.
- Summed negative setup slack over all endpoints :: 0 ns
- Setup violators final :: 0

** Global routing
- Number of antenna violations at the first check in global routing :: 0
- The global router reports that the layer with the highest usage is met2.
- Total global-route track usage over all layers is 0.02840.
- GR Util met1 :: 0.03362
- First-pass GRT wire length :: 1.580 mm
- Maximum number of pins on one net before global-route repair :: 10
- M2 GR Usage :: 0.05217
- Overflow after GRT :: 0
- Vias in the first global route :: 340
- GR Util met3 :: 0.007955

** Synthesis
- After synthesis, the chip area reported by Yosys is 209.0 um^2.
- Biggest area consumer among synthesized cells :: nand2b_1
- Synthesis instantiated 21 different standard cells from the library.
- The share of synthesized area in the top cell type comes to 0.1198.
- Per the post-synthesis stats, the area per cell is 5.970 um^2.
- YS warnings :: 0
- Synthesis produced a netlist whose cell count is 35.
- After synthesis, the cell types taking the most area are nand2b_1 12%, nand2_1 11%, a21o_1 7.2%.
- The share of the Yosys chip area taken by registers is 0.
- In this run the cell area of the synthesized design comes to 209.0 um^2.
- Ys cells :: 35

** Worst hold path
- The startpoint identified for the worst hold timing path is in[0].
- Endpoint of the worst hold-timing path :: led[2]
- The type recorded for the worst min-delay path is input pin to output port.
- The worst hold path passes through 4 cells.

** Route
- Dividing the detail-routed wire length by the instance count gives 8.456 um.
- The first detailed-routing pass took 5 iterations.
- Per the detailed-route log, wirelength across all metal layers totals 871 um.
- Via total after detailed routing :: 315
- DRC marker count from the first detailed-route iteration :: 12
- DR vias/cell :: 3.058
- Diodes inserted :: 0
- Remaining antenna violation count :: 0
- In the routed design, unresolved DRC markers number 0.

** Run
- The number of maximum-capacitance violations recorded for the run is 0.
- OpenROAD emitted warnings numbering 32.

** Worst setup path
- Max fanout on the critical path was recorded as 6.
- The worst setup path is of the input pin to output port kind.
- The worst setup path is captured at an output port.
- Critical Path RT :: 1.28 ns
- For reference, the critical path is launched at in[3].
- CP startpoint kind :: input pin
- Worst path arrival time :: 1.23 ns

** Status
- Run status :: complete, no violations

** Place
- Per the post-place timing report, worst setup slack is -0.6281 ns.
- Number of buffers added on ports :: 11
- Last weighted congestion value of the routability-driven placer :: 0.6672
- DP Wirelength :: 638.3 um

** Die
- The die is 80 um wide.
- The floorplan step defined a core boundary enclosing 0.003416 mm^2.
- The initialized floorplan defines 21 standard-cell rows.
- Pin placement for this block handled 11 I/O pins.
- At the floorplan stage, the core utilization is reported as 0.06117.
- Height of the die :: 80 um
- The die covers 0.006400 mm^2.
per-stage QoR:
step / power, uW / std cells / instance area (um^2)
2_1_floorplan: 45.35 / 35 / 209.0
3_3_place_gp: 105.3 / 97 / 415.4
3_5_place_dp: 105.2 / 97 / 415.4
4_1_cts: 114.9 / 102 / 476.7
5_1_grt: 130.4 / 103 / 480.5
6_report: 116.2 / 103 / 480.5
kinds of logic after synthesis:
| logic type | after synthesis | synth area share |
|---|---|---|
| xor gates and xnor gates | 1 | 0.04192 |
| buffers and inverters | 5 | 0.1557 |
| AOI/OAI and AO/OA | 11 | 0.3652 |
| and+or+nand+nor | 18 | 0.4371 |
layout by cell type, fill, tap and decap left out, types with 2 or more instances in the layout:
| cell type | Yosys | layout |
|---|---|---|
| buf_6 | 1 | 9 |
| buf_4 | 1 | 9 |
| nand2_1 | 6 | 6 |
| nor2_1 | 3 | 3 |
| nand2b_1 | 4 | 3 |
| buf_2 | 2 | 3 |
| dlygate4sd2_1 | 0 | 3 |
| a21o_1 | 2 | 2 |
| nor3_1 | 2 | 2 |
| clkbuf_2 | 0 | 2 |
final cells by class:
class / count / area (um^2) / area share
repair buffers: 26 / 220.2 / 0.4583
multi-input cells: 30 / 198.9 / 0.4141
well taps: 46 / 57.56 / 0.1198
inverters: 1 / 3.754 / 0.007812
worst max-delay path, cell delays in order:
cell and delay [ns]:
buf_6 0.09, buf_6 0.12, buf_6 0.10, buf_6 0.11
nand2_1 0.05, nand2_1 0.04, a221o_1 0.28, buf_2 0.11
worst max-delay path by stage:
stage | slack, ns | cells after the start | end
after CTS | 0.005 | 7 | led[4]
after global routing | -0.009 | 8 | led[2]
final | 0.05 | 8 | led[5]
Yosys cell counts, types with 2 or more instances:
cell type / n
nor3_1: 2
buf_2: 2
o22ai_1: 2
a21o_1: 2
nand2_1: 6
nor2_1: 3
nand2b_1: 4
power groups by stage:
stage | registers, uW | clock network (uW) | logic (uW)
4_1_cts | 0 | 0 | 115
5_1_grt | 0 | 0 | 130
6_report | 0 | 0 | 116
metal layers:
metal  up-vias  routed length (um)
met3         0                  53
met5         -                   0
met2         4                 435
li1        168                   -
met1       143                 382
met4         0                   0
what timing repair did:
| item | in CTS | in global routing |
|---|---|---|
| setup endpoints to repair | 7 | 5 |
| pin swaps | 6 | 5 |
| gates resized | 43 | 5 |
| setup buffers | 5 | 1 |
| hold buffers | 0 | 0 |
Power figures rest on the tool's default switching activity, not on a simulated workload.
